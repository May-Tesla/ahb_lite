==> flow/config.mk <==
export PLATFORM = sky130hd
export DESIGN_NAME = ahb_slave
export DESIGN_NICKNAME = ahb_slave
export VERILOG_FILES = /design/flow/design.v
export SDC_FILE = /design/flow/constraint.sdc
export NUM_CORES = 4
export LEC_CHECK = 1
export CORE_UTILIZATION = 50
export SYNTH_HDL_FRONTEND = slang
==> flow/constraint.sdc <==
current_design ahb_slave

set clk_period 16.9
set clk_io_pct 0.2

create_clock -name clk0 -period $clk_period [get_ports {HCLK}]

set non_clock_inputs [all_inputs -no_clocks]
set_input_delay [expr $clk_period * $clk_io_pct] -clock clk0 $non_clock_inputs
set_output_delay [expr $clk_period * $clk_io_pct] -clock clk0 [all_outputs]
==> flow/design.v <==
`timescale 1ns/10ps
module ahb_slave(
    input wire HCLK, 
    input wire HRESETn,
    input wire HSEL,
    input wire [31:0] HADDR,
    input wire HWRITE,
    input wire [2:0] HSIZE,
    input wire [2:0] HBURST,
    input wire [3:0] HPROT,
    input wire [1:0] HTRANS,
    input wire HMASTERLOCK,
    input wire HREADYin,
    input wire [31:0] HWDATA,
    output wire HRESP,
    output reg  HREADYout,
    output wire [31:0] HRDATA
);
    assign HRESP = 2'b00;  
    localparam T_ADDR_WID = 4;
    reg  [T_ADDR_WID-1:0] T_ADDR;
    reg                   T_WREN;
    reg  [31:0]           T_WDATA;  
    wire [31:0]           T_RDATA;  
    reg  [ 2:0]           T_SIZE;
    reg [2:0] state;
    localparam  STH_IDLE   = 3'h0,
                STH_WR = 3'h1,
                STH_RD  = 3'h2;
    always @ (posedge HCLK or negedge HRESETn) begin
        if (!HRESETn) begin
            HREADYout <=  1'b1;
            T_ADDR    <=   'h0;
            T_WREN    <=  1'b0;
            T_WDATA   <=  32'h0;
            T_SIZE    <=  3'h0;
            state     <= STH_IDLE;
        end else begin
            case (state)
            STH_IDLE: begin
                    T_WREN    <= 1'b0;
                    if (HSEL && HREADYin) begin
                    case (HTRANS)
                    2'b00, 2'b01: begin  
                            HREADYout <= 1'b1;
                            T_WREN    <= 1'b0;
                            state     <= STH_IDLE;
                        end  
                    2'b10, 2'b11: begin  
                            HREADYout <= 1'b1;
                            T_ADDR    <= HADDR[T_ADDR_WID-1:0];
                            T_SIZE    <= HSIZE;
                            if (HWRITE) begin  
                                state  <= STH_WR;
                            end else begin  
                                state  <= STH_RD;
                            end
                        end  
                    endcase  
                    end else begin 
                        T_WREN    <= 1'b0;
                        HREADYout <= 1'b1;
                    end
            end  
            STH_WR: begin
                        T_WREN    <= 1'b1;
                        T_WDATA   <= HWDATA;
                        HREADYout <= 1'b1;
                        state     <= STH_IDLE;
            end  
            STH_RD: begin
                        HREADYout <= 1'b1;
                        state     <= STH_IDLE;
            end  
            default: state <= STH_IDLE;
            endcase  
        end  
    end  
    assign HRDATA = T_RDATA;
    parameter ADDR_WIDTH = T_ADDR_WID;
    parameter MEM_DEPTH = 2**ADDR_WIDTH;
    reg  [31:0] sram_mem[0:MEM_DEPTH-1];
    wire wren;
    wire [ADDR_WIDTH-1:0] waddr;
    wire [31:0] wdata;
    wire [ADDR_WIDTH-1:0] raddr;
    wire [31:0] rdata;
    assign wren = T_WREN;
    assign raddr = T_ADDR;
    assign T_RDATA = rdata;
    assign waddr = T_ADDR;
    assign wdata = T_WDATA;
    // synthesis translate_off
    integer i;
    initial begin
        for(i=0; i<MEM_DEPTH; i=i+1)
            sram_mem[i] <= i*2;
    end
    // synthesis translate_on
    always @(posedge HCLK ) begin
        if(wren) sram_mem[waddr] <= wdata;
    end
    assign rdata = sram_mem[raddr];
endmodule
==> flow/run.sh <==
#!/bin/bash
# OpenROAD 26Q1-2900-gdf79404cd8, Yosys 0.63+post, stock flow scripts
make -C /OpenROAD-flow-scripts/flow DESIGN_CONFIG=/design/flow/config.mk WORK_HOME=/design/flow/orfs finish
==> impl_metrics.toml <==
# flow metrics
[outcome]
outcome = "finished, final reports clean"

[finish]
regArea_sq_mm = 0.0164
fill_cells = 2897
syn_to_final_growth_pct = 15.5
final_layout_size_suffix_gt1_frac = 0.280
comb_area_sq_mm = 0.00419
mostFrequentLayoutCell = "edfxtp_1"
lay_top_cells = "512 x edfxtp_1, 128 x mux4_2, 72 x clkdlybuf4s50_1, 64 x a22oi_1, 55 x clkbuf_16"
final_cells = 1588

[placement]
gp_congestion = 0.770
dp.cells = 1486
place_hpwl_mm = 22.8
io_buffers = 73

[drt]
dr.pass1.iters = 5
drc = 0
vias = 9390
via_per_inst = 5.91
drt-total-wl_mm = 43.0
first_iter_violations = 476
final_antenna_net_count = 0
wl_per_cell_microns = 27.1
diodes = 0

[global_routing]
grt_pass1_vias = 10429
grt_pass1_wl_mm = 64.2
antenna_found_initial = 0
grt_overflow_total = 0
track_usage = 0.242
grt_start_max_net_pins = 44

[clock_tree]
clock_path_buffers = 3
cts_buffers = 54
numClockSinks = 552
postCtsSetupRepairBufs = 0
holdBufCountCts = 0
clock_latency_ns = 0.60
postCtsResizedCells = 0
htree_levels = 2
path_clk_slew_ns = 0.06
tritoncts = "built"
clock_tree.root_cell = "clkbuf_16"

[sta]
setup-violations-final = 0
hold_slack_ns = 0.456
skew_ns = 0.0220
tightest_slew_ns = 0.780
finalCritPeriodShare = 0.431
period_needed_ns = 7.28
setup_tns_ns = 0
hold_viol_final = 0
max-slew-margin-rel = 0.479
rsz0062_at_grt = "no"
maxSlewViolCount = 0
fmax_ghz = 0.137

[power_and_ir_drop]
p_total_uw = 3220
power_density_mw_per_mm2 = 135
cellLeakagePower_uw = 0.00767
ir_worst_vdd_mv = 0.0928

[synthesis]
yosys.area_share.aoi = 0.0236
netlist.area_leader.share = 0.743
synthTopCellsByArea = "edfxtp_1 74%, mux4_2 14%, dfrtp_1 4.7%, a22oi_1 2.3%, mux2_2 2.0%"
netlist_area_sq_mm = 0.0207
top_area_cell = "edfxtp_1"
ys_sh_mux = 0.159
synth_flops = 552
ys_area_sq_mm = 0.0207
ys_types = 24
syn_inst = 900
ys_warn_count = 0
syn_area_per_cell_sq_um = 23.0
yosys.stat.seqShare = 0.791
ys_cells = 900
adder_share = 0
xor_share = 0
synthSimpleGateAreaFrac = 0.0134
ys_top_logic_family = "multiplexers"

[worst_setup_path]
startpoint_type = "flip-flop"
path_cells = "buf_4, buf_4, mux4_2, a22oi_1, nand2_1, clkdlybuf4s50_1"
startpoint = "T_ADDR[0]"
path_common_cell = "buf_4"
critPathCaptureType = "primary output"
cpMaxStageDelayCell = "buf_4"
r2r-start = "T_ADDR[0]"
crit_type = "reg2out"
critPathMaxStageDelay_ns = 0.67
critPathArrivalTime_ns = 3.90
crit_fanout = 37
critPathRequiredTime_ns = 13.52

[worst_hold_path]
hp-class = "reg2reg"
worstHoldStart = "state[1]"

[floorplan]
die_h_microns = 205
rows = 74
die_w_microns = 205
die_area_sq_mm = 0.0422
fp_util = 0.507
io_pins = 116
core_sq_mm = 0.0408

[run]
warnings = 65
maxCapViolations = 0
## where the power goes
part | switching, uW | internal, uW | total, uW
combinational | 170 | 213 | 383
clock | 488 | 651 | 1140
sequential | 96.5 | 1600 | 1700
total | 754 | 2460 | 3220
## critical path, delay by kind of cell, from the launching register on
| family | cells | cell delay [ns] |
|---|---|---|
| simple gates | 1 | 0.16 |
| buf+inv | 3 | 1.65 |
| mux | 1 | 0.60 |
| flops | 1 | 0.63 |
| compound gates | 1 | 0.22 |
## per-layer routing
layer / vias up / routed length (microns) / track usage
li1: 4022 / - / -
met1: 4749 / 14800 / 0.355
met2: 552 / 21300 / 0.358
met3: 67 / 6030 / 0.145
met4: 0 / 854 / 0.0413
met5: - / 0 / 0.00476
## per-stage QoR
stage           util  area, sq um  setup WS, ns
2_1_floorplan      -        20700         12.02
3_3_place_gp   0.544        22200         10.11
3_5_place_dp   0.544        22200         10.10
4_1_cts        0.586        23900          9.44
5_1_grt        0.586        23900          9.33
6_report       0.586        23900          9.62
## Yosys cell counts
| master | count |
|---|---|
| conb_1 | 2 |
| nand3_1 | 1 |
| and2_1 | 1 |
| mux2_2 | 36 |
| or3b_2 | 1 |
| nor2b_1 | 2 |
| nand2b_1 | 2 |
| nor3_1 | 4 |
| buf_4 | 3 |
| nand3b_1 | 2 |
| dfrtp_1 | 39 |
| a22oi_1 | 64 |
| nand2_1 | 33 |
| mux4_2 | 128 |
| dfstp_2 | 1 |
| buf_6 | 5 |
| buf_2 | 12 |
| buf_1 | 1 |
| nand4_1 | 2 |
| a21o_1 | 1 |
| nor2_1 | 16 |
| edfxtp_1 | 512 |
| inv_1 | 2 |
| clkbuf_1 | 30 |
## sequential cells by signal, summed over array words and instances, names as in the netlist
signal / count
state: 3
sram_mem: 512
T_WREN: 1
T_WDATA: 32
T_ADDR: 4
## cell type report
type / count / share of cell area
inverter: 2 / 0.000314
clock inverter: 25 / 0.00790
timing repair buffer: 105 / 0.0404
multi-input combinational: 295 / 0.175
clock buffer: 77 / 0.0631
tap: 532 / 0.0278
sequential: 552 / 0.685
## logic make-up after synthesis
kind of cell,count (synthesis)
AND-OR/OR-AND,65
flip-flops,552
buffers and inverters,53
AND/OR/NAND/NOR,64
other,2
multiplexers,164
## final timing paths
check	endpoint	slack, ns	cells after the start
max in group asynchronous	T_WDATA[11]	13.28	2
setup reg to reg	sram_mem[9][10]	13.13	5
hold reg to reg	state[0]	0.46	2
setup / recovery	HRDATA[31]	9.62	6
min in group asynchronous	T_WDATA[22]	2.75	1
hold / removal	state[0]	0.46	2
Power and IR drop assume default switching activity.
