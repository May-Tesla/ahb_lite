`./config.mk`:
```
export PLATFORM = sky130hd
export DESIGN_NAME = ahb_multiplexor
export DESIGN_NICKNAME = ahb_multiplexor
export VERILOG_FILES = /design/flow/design.v
export SDC_FILE = /design/flow/constraint.sdc
export NUM_CORES = 4
export LEC_CHECK = 1
export CORE_AREA = 10 10 70 70
export DIE_AREA = 0 0 80 80
export SYNTH_HDL_FRONTEND = slang
```
`./constraint.sdc`:
```
current_design ahb_multiplexor

set clk_period 2.1
set clk_io_pct 0.2

create_clock -name clk0 -period $clk_period [get_ports {HCLK}]

set non_clock_inputs [all_inputs -no_clocks]
set_input_delay [expr $clk_period * $clk_io_pct] -clock clk0 $non_clock_inputs
set_output_delay [expr $clk_period * $clk_io_pct] -clock clk0 [all_outputs]
```
`./design.v`:
```
`timescale 1ns/10ps
module ahb_multiplexor #(
    parameter NUM_S = 3
)(
    input wire HCLK,
    input wire HRESETn,
    input wire HSEL0,
    input wire HSEL1,
    input wire HSEL2,
    input wire HSELd,
    input wire [31:0] HRDATA0,
    input wire HRESP0,
    input wire HREADY0,
    input wire [31:0] HRDATA1,
    input wire HRESP1,
    input wire HREADY1,
    input wire [31:0] HRDATA2,
    input wire HRESP2,
    input wire HREADY2,
    input wire [31:0] HRDATAd,
    input wire HRESPd,
    input wire HREADYd,
    output reg HRDATA,
    output reg HRESP,
    output reg HREADY
);
    localparam D_HSEL0 = 4'b0001;
    localparam D_HSEL1 = 4'b0010;
    localparam D_HSEL2 = 4'b0100;
    localparam D_HSELd = 4'b1000;
    wire [3:0] hsel = {HSELd,HSEL2,HSEL1,HSEL0};
    reg  [3:0] hsel_r;
    always @ (posedge HCLK or negedge HRESETn) begin
        if (~HRESETn)   hsel_r <= 'h0;
        else if(HREADY) hsel_r <= hsel;  
    end
    always @ (hsel_r or HREADY0 or HREADY1 or HREADY2 or HREADYd) begin
        case(hsel_r) // synopsys full_case parallel_case
            D_HSEL0: HREADY = HREADY0;  
            D_HSEL1: HREADY = HREADY1;
            D_HSEL2: HREADY = HREADY2;
            D_HSELd: HREADY = HREADYd;
            default: HREADY = 1'b1;
        endcase
    end
    always @ (hsel_r or HRDATA0 or HRDATA1 or HRDATA2 or HRDATAd) begin
        case(hsel_r) // synopsys full_case parallel_case
            D_HSEL0: HRDATA = HRDATA0;
            D_HSEL1: HRDATA = HRDATA1;
            D_HSEL2: HRDATA = HRDATA2;
            D_HSELd: HRDATA = HRDATAd;
            default: HRDATA = 32'b0;
        endcase
    end
    always @ (hsel_r or HRESP0 or HRESP1 or HRESP2 or HRESPd) begin
        case(hsel_r) // synopsys full_case parallel_case
            D_HSEL0: HRESP = HRESP0;
            D_HSEL1: HRESP = HRESP1;
            D_HSEL2: HRESP = HRESP2;
            D_HSELd: HRESP = HRESPd;
            default: HRESP = 2'b01;  
        endcase
    end
endmodule
```
`./run.sh`:
```
#!/bin/bash
# OpenROAD 26Q1-2900-gdf79404cd8, Yosys 0.63+post, stock flow scripts
make -C /OpenROAD-flow-scripts/flow DESIGN_CONFIG=/design/flow/config.mk WORK_HOME=/design/flow/orfs finish
```
==> impl_metrics.yaml <==
# generated from flow reports
route:
  wl_per_cell_um: 11.6
  drt_wl_total_mm: 1.34
  drt_iter0_drc: 32
  postRouteAntennaNets: 0
  diodes: 0
  dr_total_vias: 422
  drc: 0
  first_pass_iters: 4
  viasPerCell: 3.64
yosys:
  synth_area_leader_cell: "dfrtp_1"
  synth_flops: 4
  ff_type: "dfrtp_1"
  ys_top_logic_family: "AND-OR/OR-AND gates"
  syn-instance-count: 39
  yosys.stat.seqShare_pct: 28.6
  ys_sh_adder_pct: 0
  netlist_area_um2: 350
  ys_types: 26
  ys_sh_aoi_pct: 31.4
  topCellsByArea: "dfrtp_1, o22ai_2, a32o_1"
  top_area_share_pct: 28.6
  synth_area_per_cell_um2: 8.98
  synthArstFlopShare_pct: 100
  yosys_area_um2: 350
  synthSimpleGateAreaFrac_pct: 24.3
  ys_cells: 39
  xor_area_share_pct: 2.50
  mux_area_share_pct: 2.86
  top_cells_by_count: "dfrtp_1, inv_1, nor2_1"
  enable_flop_cells: 0
  yosysWarnings: 0
placed_design:
  place_congestion: 0.810
  dpl_cell_area_um2: 662
  pre_cts_ws_ps: -364
  port_buffers: 20
  dpl.hpwl_mm: 1.08
final_timing:
  max-slew-margin-rel_pct: 81.3
  slew_violations: 0
  worstMarginPinSlew_ps: 279
  post-route-period-util_pct: 98.8
  period_needed_ps: 2080
  worst_slack_ps: 24.2
  setup_viol_count_final: 0
  finalHoldWorstSlack_ps: 385
  max_freq_mhz: 482
  rsz0062_at_grt: "yes"
  hold_viol: 0
  tns_ps: 0
  finClkSkew_ps: 0.295
flow_run:
  warning_count: 151
  maxCapViolations: 0
worst_setup_path:
  cp.required_ps: 1680
  critPathMaxFanout: 2
  crit_slowest_cell: "or4b_4"
  path_depth: 5
  cp_num_buf_inv: 2
  cp_slowest_stage_delay_ps: 530
  cp_data_arrival_time_ps: 1660
  cpLargestDelayFamily: "simple AND/OR/NAND/NOR gates"
  r2r_start: "hsel_r[2]"
  r2r_slack_ps: 330
  path_class: "reg2out"
  crit_start: "hsel_r[2]"
  worst_setup_path_end_kind: "primary output"
  r2r_cells: 6
  worstPathCellList: "buf_6 > or4b_4 > o22ai_4 > o22ai_2 > buf_2"
  cp-start-kind: "flip-flop"
  rr_endpoint: "hsel_r[2]"
  cp-endpoint: "HREADY"
finish:
  largest_reg_flops: 4
  top_regs: "hsel_r (4)"
  drive_gt1_share_pct: 38.6
  area_growth_pct: 105
  regMostFlops: "hsel_r"
  postLayoutCellArea_um2: 717
cts:
  cts_buffers: 3
  tritoncts: "yes"
  clock_path_buffers: 2
  root_buffer: "clkbuf_4"
  clock_latency_ps: 230
  cts_sinks: 4
  cts_max_level: 1
  clk_transition_reported_paths_ps: 40
  holdBufCountCts: 0
floorplanning:
  die_x_um: 80
  fp_util_pct: 10.3
  die_h_um: 80
  io_pins: 145
  coreArea_mm2: 0.00342
  chipArea_mm2: 0.00640
  rows: 21
grt:
  grt_pass1_wl_mm: 1.99
  grt_start_max_net_pins: 11
  antenna_found_initial: 0
  grt_usage_pct: 3.92
  grt.overflow.total: 0
  grt_pass1_vias: 411
outcome:
  status: "finished, final reports clean"
power:
  power_density_mw_per_mm2: 1250
  p_leak_nw: 0.291
  vdd_ir_drop_max_mv: 0.280
  finalPower_w: 0.000896
worst_hold_path:
  min_path_type: "in2async"
[how the worst min path moves through the flow]
stage / start / slack [ps] / endpoint
4_1_cts: HRESETn / 380 / hsel_r[2]
5_1_grt: HRESETn / 400 / hsel_r[2]
6_report: HRESETn / 390 / hsel_r[3]
[worst reg2reg max path: stages (launching register included)]
cell and delay [ps]:
dfrtp_1 380, buf_6 120, or4b_4 530, o22ai_4 170
o22ai_2 90, buf_4 150, a32o_1 200
[cells by family (layout without fill, tap and decap cells)]
kind of cell / after synthesis / in the layout
compound gates: 13 / 13
buf+inv: 7 / 38
mux: 1 / 1
simple gates: 13 / 13
flops: 4 / 4
xor+xnor: 1 / 1
[layout make-up]
type / instances / area, um^2
Inverter: 4 / 15.0
Fill cell: 383 / 2700
Multi-Input combinational cell: 28 / 243
Sequential cell: 4 / 100
Tap cell: 46 / 57.6
Clock buffer: 3 / 22.5
Timing Repair Buffer: 31 / 279
[through the flow]
step           std cells  utilization [%]
2_1_floorplan         39                -
3_3_place_gp         112             19.4
3_5_place_dp         112             19.4
4_1_cts              116             20.4
5_1_grt              116             21.0
6_report             116             21.0
[what timing repair did]
item / 4_1_cts / 5_1_grt
resized: 12 / 7
pin swaps: 3 / 3
endpoints found under the setup margin: 3 / 3
buffers inserted: 1 / 0
[report_power, final]
| group | internal, W | switching [W] | total (W) | leakage, nW |
|---|---|---|---|---|
| clock network | 0.0000638 | 0.0000292 | 0.0000930 | 0.0138 |
| registers | 0.000116 | 0.0000229 | 0.000138 | 0.0482 |
| logic | 0.000376 | 0.000289 | 0.000664 | 0.229 |
[placed cells by master (no fill, tap or decap), types with 2 or more instances in the layout]
cell and count:
buf_6 2, nor2_2 2, inv_1 4, dfrtp_1 4, clkbuf_4 3, clkdlybuf4s50_1 16
nand2_1 2, buf_4 9, nand3_1 2, a32o_1 2
[metal layers]
layer  track usage (%)  vias to the layer above  part of all wire [%]
met1              6.42                      186                    55
met4              1.23                        0                   1.6
met3              2.05                        2                    14
met2              3.85                       25                    30
li1                  -                      209                     -
met5                 0                        -                     0
Power figures rest on the tool's default switching activity, not on a simulated workload.
