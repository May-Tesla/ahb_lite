<file path="flow/design.v">
`timescale 1ns/10ps
module ahb_default_slave(
    input wire HCLK, 
    input wire HRESETn,
	input wire HSEL,
    input wire [31:0] HADDR,
	input wire HWRITE,
	input wire [2:0] HSIZE,
    input wire [2:0] HBURST,
	input wire [3:0] HPROT,
    input wire [1:0] HTRANS,
    input wire HMASTERLOCK,
	input wire HREADY,
    input wire [31:0] HWDATA,
	output wire HRESP,
	output wire HREADYOUT,
	output wire [31:0]    HRDATA
);
    wire        hsel = HSEL;
    wire [31:0] haddr = HADDR;
    wire [31:0] hwdata = HWDATA;
    wire        hwrite = HWRITE;
    wire [ 1:0] htrans = HTRANS;
    wire [ 2:0] hsize = HSIZE;
    wire [ 2:0] hburst = HBURST;
    wire [ 3:0] hprot = HPROT;
    wire        hmasterlock = HMASTERLOCK;
    wire        hready = HREADY;
    reg         hresp;
    reg         hreadyout;
    reg  [31:0] hrdata = 32'h0;
    assign HRESP = hresp;
    assign HREADYOUT = hreadyout;
    assign HRDATA = hrdata;
    reg [1:0] state;
    localparam  STH_IDLE   = 2'h0,
                STH_WRITE  = 2'h1,
                STH_READ   = 2'h2;
    always @ (posedge HCLK or negedge HRESETn) begin
        if (!HRESETn) begin
            hresp     <= 1'b0;  
            hreadyout <= 1'b1;
        end else begin
            case (state)
            STH_IDLE: begin
                if (hsel && hready) begin
                    case (htrans)
                    2'b00, 2'b01: begin
                        hreadyout <= 1'b1;
                        hresp     <= 1'b0;  
                    end
                    2'b10, 2'b11: begin
                        hreadyout <= 1'b0;
                        hresp     <= 1'b1;  
                    end
                    endcase
                    end else begin
                        hreadyout <= 1'b1;
                        hresp     <= 1'b0;  
                    end
                end  
            STH_WRITE: begin
                hreadyout <= 1'b1;
                hresp     <= 1'b1;  
            end  
            STH_READ: begin
                hreadyout <= 1'b1;
                hresp     <= 1'b1;  
            end  
            endcase  
        end
    end
    always @ (posedge HCLK or negedge HRESETn) begin
        if (!HRESETn)
            state     <= STH_IDLE;
        else begin
            case (state)
            STH_IDLE: begin
                if (hsel && hready) begin
                    case (htrans)
                    2'b00, 2'b01:
                        state     <= STH_IDLE;
                    2'b10, 2'b11: begin
                        if (hwrite)
                            state <= STH_WRITE;
                        else
                            state <= STH_READ;
                    end
                    endcase  
                end
            end  
            STH_WRITE: 
                state     <= STH_IDLE;
            STH_READ:
                state     <= STH_IDLE;
            endcase  
        end
    end
endmodule
</file>
<file path="flow/run.sh">
#!/bin/bash
# OpenROAD 26Q1-2900-gdf79404cd8, Yosys 0.63+post, stock flow scripts
make -C /OpenROAD-flow-scripts/flow DESIGN_CONFIG=/design/flow/config.mk WORK_HOME=/design/flow/orfs finish
</file>
<file path="flow/config.mk">
export PLATFORM = sky130hd
export DESIGN_NAME = ahb_default_slave
export DESIGN_NICKNAME = ahb_default_slave
export VERILOG_FILES = /design/flow/design.v
export SDC_FILE = /design/flow/constraint.sdc
export NUM_CORES = 4
export LEC_CHECK = 1
export CORE_AREA = 10 10 70 70
export DIE_AREA = 0 0 80 80
export SYNTH_HDL_FRONTEND = slang
</file>
<file path="flow/constraint.sdc">
current_design ahb_default_slave

set clk_period 1.3
set clk_io_pct 0.2

create_clock -name clk0 -period $clk_period [get_ports {HCLK}]

set non_clock_inputs [all_inputs -no_clocks]
set_input_delay [expr $clk_period * $clk_io_pct] -clock clk0 $non_clock_inputs
set_output_delay [expr $clk_period * $clk_io_pct] -clock clk0 [all_outputs]
</file>
==> load_flow_metrics.sql <==
-- metrics for the results database
INSERT INTO impl_metrics (metric_group, metric, value, unit) VALUES
('clocking', 'htree_levels', '1', ''),
('layout', 'post_layout_nonfiller_instances', '106', ''),
('layout', 'drive_above_1_share', '0.1167', ''),
('status', 'outcome', 'finished, final reports clean', ''),
('synth', 'number_of_storage_elements_in_the_synthesis_netlist', '5', ''),
('clocking', 'cts_num_sinks', '5', ''),
('timing', 'worst_setup_slack_final', '0.09122', 'ns'),
('synth', 'synth_top_cell_by_count', 'sky130_fd_sc_hd__buf_4', ''),
('global_routing', 'grt_antenna_before_repair', '0', ''),
('placed_design', 'dp.final_hpwl', '765', 'um'),
('drt', 'drt-vias-per-instance', '2.292', ''),
('critical_path', 'critical_path.startpoint_type', 'register', ''),
('critical_path', 'cp_top_delay_family', 'flip-flops', ''),
('clocking', 'cts.root.buffer_cell', 'sky130_fd_sc_hd__clkbuf_4', ''),
('clocking', 'cts.path.max_buffers', '2', ''),
('placed_design', 'place_worst_setup_slack', '0.06271', 'ns'),
('critical_path', 'critPathMaxFanout', '2', ''),
('synth', 'yosysTopAreaCellShare', '0.5630', ''),
('clocking', 'tritoncts', 'done', ''),
('drt', 'route.antenna.diode_count', '0', ''),
('placed_design', 'place.port_buffers', '7', ''),
('drt', 'vias', '243', ''),
('synth', 'leading_post_synthesis_cells_by_cell_area', 'sky130_fd_sc_hd__buf_4 56%, sky130_fd_sc_hd__dfrtp_1 18%, sky130_fd_sc_hd__dfstp_2 12%', ''),
('critical_path', 'capturing_point_of_the_worst_reg2reg_path', 'state[2]', ''),
('clocking', 'insertion_delay', '0.24', 'ns'),
('global_routing', 'globalRouteOverflowTotal', '0', ''),
('critical_path', 'cp_data_required_time', '1.04', 'ns'),
('timing', 'grt_setup_unrepaired', 'false', ''),
('synth', 'yosysCellCount', '48', ''),
('critical_path', 'max_stage_delay', '0.51', 'ns'),
('synth', 'syn_area', '426.7', 'um2'),
('critical_path', 'endpoint', 'HREADYOUT', ''),
('drt', 'totalWireLength', '849', 'um'),
('timing', 'timing.final.crit_period', '1.209', 'ns'),
('floorplan', 'die_width', '80', 'um'),
('layout', 'final_core_util', '0.1374', ''),
('placed_design', 'cell_count_after_placement', '100', ''),
('drt', 'drtAntennaViolNets', '0', ''),
('timing', 'maxClockFrequency', '0.8273', 'GHz'),
('clocking', 'clk_pin_slew_worst_paths', '0.04', 'ns'),
('timing', 'finalHoldViolCount', '0', ''),
('clocking', 'tritoncts.num_buffers', '3', ''),
('global_routing', 'grt_use_total', '0.02227', ''),
('layout', 'synthToLayoutAreaGrowth', '9.971', '%'),
('synth', 'enable_flop_cells', '0', ''),
('placed_design', 'place.gp.congestion', '0.6971', ''),
('synth', 'ys_area', '426.7', 'um2'),
('clocking', 'post_cts_hold_buffer_count', '0', ''),
('synth', 'ys_types', '11', ''),
('floorplan', 'initial_core_util', '0.1249', ''),
('timing', 'totalNegativeSetupSlack', '0', 'ns'),
('floorplan', 'placement_rows', '21', ''),
('synth', 'yosys_most_used_dff', 'sky130_fd_sc_hd__dfrtp_1', ''),
('synth', 'synthesis.area_per_instance', '8.889', 'um2'),
('floorplan', 'placeableCoreArea', '0.003416', 'mm2'),
('synth', 'post_synth_inst_count', '48', ''),
('drt', 'dr.max_layer_used', 'met4', ''),
('power_and_ir_drop', 'cellPowerDensity', '832.9', 'mW/mm2'),
('floorplan', 'die-height', '80', 'um'),
('critical_path', 'endpoint_kind', 'primary output', ''),
('critical_path', 'crit_chain', 'dlygate4sd2_1', ''),
('synth', 'synth_top_cell_by_area', 'sky130_fd_sc_hd__buf_4', ''),
('drt', 'drt_first_iter_violations', '7', ''),
('floorplan', 'fp.dieArea', '0.006400', 'mm2'),
('layout', 'register_area', '127.6', 'um2'),
('critical_path', 'stages_on_worst_setup_path', '1', ''),
('timing', 'setup_viol_count_final', '0', ''),
('layout', 'num-fill-cells', '404', ''),
('synth', 'synth_async_sr_flop_share', '1.000', ''),
('timing', 'clock-skew-final', '0.0002892', 'ns'),
('critical_path', 'reg2regPathDepth', '2', '');
==> per-layer routing <==
layer,vias to the layer above,track usage
met5,-,0
li1,111,-
met3,2,0.009091
met2,26,0.03612
met1,104,0.02607
met4,0,0.007042
==> power breakdown <==
part	total, mW	leakage, nW	internal [mW]	switching (mW)
Sequential	0.169	0.0616	0.166	0.00301
Clock	0.177	0.0150	0.116	0.0610
Combinational	0.0454	0.162	0.0265	0.0189
Total	0.391	0.239	0.308	0.0829
==> final cells by class <==
class                   instances  share of cell area
repair buffers                  9              0.1760
multi-input cells              42              0.3733
flip-flops and latches          5              0.2720
clock buffers                   4             0.05600
well taps                      46              0.1227
==> placed cells by master, fill, tap and decap left out, drive strengths merged <==
cell	netlist	layout
dfstp	2	2
dlygate4sd2	0	2
clkbuf	0	4
and2	1	1
buf	32	2
nor2	3	3
and4	1	1
nand2b	1	1
nand3	1	1
clkdlybuf4s50	0	5
nand4	2	2
conb	1	32
o21ai	1	1
dfrtp	3	3
==> cell families after synthesis <==
logic type	share of synthesized area
buf+inv	0.5630
simple gates	0.1173
flops	0.2991
compound gates	0.01172
other cells	0.008789
==> sequential cells by signal, summed over array words and instances, names as in the netlist <==
name       flops
HREADYOUT      1
HRESP          1
state          3
==> through the flow <==
stage / hold WS (ns) / area (um2) / total power [mW]
after floorplan: -0.03559 / 543.0 / 0.2452
after global placement: 0.4692 / 430.4 / 0.2167
after detailed placement: 0.4696 / 430.4 / 0.2166
after CTS: 0.2370 / 469.2 / 0.4044
after global routing: 0.2529 / 469.2 / 0.4256
final: 0.2362 / 469.2 / 0.3908
==> repair_timing <==
item / 4_1_cts / 5_1_grt
endpoints found under the setup margin: 2 / 0
buffers inserted: 2 / 0
gates resized: 2 / 0
==> worst min-delay path by stage <==
stage	start	end	slack (ns)
after CTS	HRESETn	HRESP	0.24
after global routing	HRESETn	state[2]	0.25
final	HRESETn	state[2]	0.24
Power and IR drop assume default switching activity.
